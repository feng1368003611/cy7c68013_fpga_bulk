## flow/config.mk

```make
export PLATFORM = sky130hd
export DESIGN_NAME = fpga_master_sync
export DESIGN_NICKNAME = fpga_master_sync
export VERILOG_FILES = /design/flow/design.v
export SDC_FILE = /design/flow/constraint.sdc
export NUM_CORES = 4
export LEC_CHECK = 1
export CORE_AREA = 10 10 113 113
export DIE_AREA = 0 0 123 123
```

## flow/constraint.sdc

```tcl
current_design fpga_master_sync

set clk_period 2.1
set clk_io_pct 0.2

create_clock -name clk0 -period $clk_period [get_ports {inclk0}]

set non_clock_inputs [all_inputs -no_clocks]
set_input_delay [expr $clk_period * $clk_io_pct] -clock clk0 $non_clock_inputs
set_output_delay [expr $clk_period * $clk_io_pct] -clock clk0 [all_outputs]
```

## flow/design.v

```verilog
module fpga_master_sync (
input                 inclk0               ,  
input                 flaga                ,  
input                 flagd                ,  
inout      [15:0]	    fdata                ,  
output reg [ 1:0]     faddr                ,  
output reg [ 3:0]     gstate               ,  
output reg            slrd                 ,  
output reg            slwr                 ,  
output reg            sloe                 ,  
output reg            pkt_end              ,
output wire led8
);
wire sys_clk ;
reg [6:0]                curr_st             ;     
reg [6:0]                next_st             ;     
reg [7:0]               fifodatabyte        ;    
reg [15:0]               fdata_tmp           ;    
reg                      sloe_i             ;    
reg                      slrd_i             ;    
reg                      slwr_i             ;    
reg [15:0]               faddr_i            ;    
reg [ 3:0]               gstate_i           ;    
parameter A = 4'b0000;
parameter B = 4'b0001;
parameter C = 4'b0010;
parameter D = 4'b0011;
parameter E = 4'b0100;
parameter F = 4'b0101;
parameter G = 4'b0110;
parameter H = 4'b0111;
assign sys_clk = inclk0;
assign led8 = 0;
always @( * )begin
	slrd	  <= slrd_i;
	slwr	  <= slwr_i;
	faddr   <= faddr_i;
	gstate  <= gstate_i;
	sloe 	  <= sloe_i;
end 
always @( posedge sys_clk ) begin 
    curr_st <= next_st;
end
localparam WR_LEN = 120;
reg[8:0] wr_byte_cnt;
always @(*) begin 
    case (curr_st) 
        A: begin  
                if( flaga == 1'b1 )	next_st = B;
				else				next_st = A;
            end
        B: begin					 
             if ( flaga == 1'b1 )    
                next_st = B;
			    else 
                next_st = E;
            end
        C: begin 
                next_st = A;
            end
        D: begin 
                next_st = A;
            end
        E: begin					 
             if ( wr_byte_cnt<WR_LEN )    
                next_st = E;
			    else 
                next_st = F;
           end
        F: begin 
                next_st = A;     
            end
        G: begin 
                next_st = A;
            end
        default: next_st = A;
    endcase
end
reg out_en;
always @(posedge sys_clk )begin
    if ( curr_st == A ) begin
		sloe_i        <= 1'b1    ;
		faddr_i       <= 2'b10   ;
		slrd_i        <= 1'b1    ;
		slwr_i        <= 1'b1    ;
		fifodatabyte  <= 8'h0   ;
		gstate_i      <= 4'b0001 ;
		out_en		<=0;
		wr_byte_cnt <=0;
		pkt_end		<= 1;
	end
	else if ( curr_st == E ) begin
		sloe_i        <= 1'b1    ;
		faddr_i       <= 2'b10   ;
		slrd_i        <= 1'b1    ;
		if ( wr_byte_cnt<WR_LEN ) begin
		    slwr_i        <= 1'b0 ;
			fdata_tmp     <= {fifodatabyte+1,fifodatabyte};
			fifodatabyte  <= fifodatabyte + 2'd2  ;
			out_en		  <=1;
			wr_byte_cnt   <= wr_byte_cnt + 1'b1;
		 end
		else begin
          slwr_i        <= 1'b1;
		  out_en		<=0;
		  wr_byte_cnt   <= 0;
		end
	end
	else if ( curr_st == F ) begin
		faddr_i       <= 2'b10   ;
		pkt_end		  <= 0;
	end
	else if ( curr_st == B ) begin
		slwr_i        <= 1'b1    ;
		faddr_i       <= 2'b00   ;
		out_en		  <= 0;
		if ( flaga == 1'b1 ) begin
			sloe_i        <= 1'b0    ;
			slrd_i        <= 1'b0    ;
		end
		else begin
			sloe_i        <= 1'b1    ;
			slrd_i        <= 1'b1    ;
		end
	end
	else begin
		sloe_i   <= 1'b1    ;                         
		faddr_i  <= 2'b00   ;        
		slrd_i   <= 1'b1    ;      
		slwr_i   <= 1'b1    ;      
		gstate_i <= 4'b1000 ;
		out_en	 <= 0;
		wr_byte_cnt <=0;
		pkt_end		<=1;
	end
end 
assign fdata = out_en ?  fdata_tmp :  16'bz;
endmodule
```

## flow/run.sh

```bash
#!/bin/bash
# OpenROAD 26Q1-2900-gdf79404cd8, Yosys 0.63+post, stock flow scripts
make -C /OpenROAD-flow-scripts/flow DESIGN_CONFIG=/design/flow/config.mk WORK_HOME=/design/flow/orfs finish
```

==> run notes <==
fresh numbers from the pnr run: min-delay worst type=reg -> reg, reg-to-reg endpoint=wr_byte_cnt[5], post-synthesis cell type with the largest combined area=dfxtp_1, WS Path Type=reg -> reg, Int Power=1.349 mW, largest delay contributor family on the critical path=simple AND/OR/NAND/NOR gates, Crit Path Max Fanout=8, Clock Skew=0.005354 ns, CP bufs+invs=1, Max stage delay on crit path=0.49 ns, clk slew on worst S/H paths=0.07 ns, fin. max-slew vios=0, Final ANT Viol Nets=0, final hold violations=0, PortBufs=8, CTS tree=built, post-synth top area share=32.30%, most common library cells after synthesis=24 x dfxtp_1, 14 x buf_4, 9 x ha_1, 9 x nor2_1, 8 x a21oi_1, Yosys Chip Area=1488 sq um, Unique cell types=36, Avg WL per Cell=9.373 um, Post-route DRC=0, Final period util=89.68%, cell chain of the critical path=inv_1 -> ha_1 -> or2_1 -> or4_1 -> a211oi_1, Top cells by area=dfxtp_1 32%, edfxtp_1 14%, ha_1 7.6%, buf_4 7.1%, a21oi_1 2.7%, Hold Path Sink=gstate_i[0], row cnt=37, CP Capture Type=flip-flop, reg-to-reg slack, setup=0.22 ns, # H-tree levels=2, GPL Wtd Cong=0.7489, Leakage Power=0.6052 nW, Mapped Cells=148, Comb pwr share=32.3%, minimum clock period after layout=1.883 ns, first-pass GRT wire length=4.457 mm, reg-to-reg startpoint=curr_st[2], Worst Hold Depth=1, f_max=531.0 MHz, DR vias/cell=3.509, syn_area_per_cell=10.05 sq um, status=finished, final reports clean, unrepaired setup endpoints after global routing=false, crit path launch type=flip-flop, Peak VDD IR=0.3195 mV, Async SR Flop Fraction=0%, 1st-pass router iterations=4, CP max stage cell=or4_1, Initial Utilization=14.41%, HPWL after DPL=1.941 mm, die area=15,130 sq um, die height=123 um, grt ovf=0, ys flops=31, Commonest flop=dfxtp_1, PostCTS Resize Cnt=0, Hold Crit Start=gstate_i[0], Post-synth EDFFs=7, final setup TNS=0 ns, CTS Sinks=31, Post-synth seq share=46.43%, Worst R2R Path Depth=5, Net Sw Frac=33.03%, Clk pwr share=28.2%, synth-to-layout area growth=17.41%, cell count in the Yosys report=148, WP data required=2.29 ns, initial antenna violation count=0, Ys Warns=2, CTS Hold Buffers Added=0, Root Driver=clkbuf_8, Mapped Area=1488 sq um, sequential share of power=39.5%, Max Cap Violations=0, count leader, synth=dfxtp_1, largest net degree at the start of global routing=15, clock buffer depth=2, CTS Buf Count=5, Antenna diodes=0, tool warnings=60, total power=2.014 mW, via count=1,007, Total Routing Usage GR=3.470%, core box area=10,320 sq um, share of cells above drive strength 1=12.58%, final setup vio count=0, Die X=123 um, setup bufs post-CTS=0, Filler Cell Count=1,121, power per cell area=1153 nW/um^2, Min Hold Slack=0.4555 ns, vias in the first global route=945, IO Pins=30, clk latency late pin=0.28 ns, NetSw=0.6653 mW, crit path DAT=2.08 ns, DR iter-0 viols=121, routed wire length=2.690 mm
## flip-flops by register name, summed over array words and instances, names as in the netlist
register / cells
fifodatabyte: 7
slrd_i: 1
fdata: 7
gstate_i: 2
curr_st: 2
faddr_i: 1
wr_byte_cnt: 9
pkt_end: 1
slwr_i: 1
## cells by family after synthesis
kind of cell | Yosys count | synth area share, %
AOI/OAI and AO/OA | 25 | 10.68
xor gates and xnor gates | 1 | 0.5888
adders and majority gates | 9 | 7.570
buffers and inverters | 25 | 10.43
DFF | 31 | 46.43
muxes | 4 | 2.944
other | 2 | 0.5048
and+or+nand+nor | 51 | 20.86
## worst max path at each step
stage | startpoint | endpoint | depth (start not counted)
after CTS | curr_st[0] | fifodatabyte[7] | 5
after global routing | curr_st[2] | wr_byte_cnt[5] | 5
final | curr_st[2] | wr_byte_cnt[5] | 5
## power by group through the flow
stage / sequential (mW) / clock (mW) / combinational (mW)
6_report: 0.795 / 0.569 / 0.651
4_1_cts: 0.800 / 0.582 / 0.659
5_1_grt: 0.813 / 0.607 / 0.744
## per-layer routing
layer  up-vias  part of all wire [%]  global-route usage [%]  wire length (um)
met1       466                    51                   4.872              1364
met5         -                     0                       0                 0
met4         0                   1.8                  0.6550                49
li1        515                     -                       -                 -
met3         5                   5.8                   1.110               155
met2        21                    42                   5.187              1120
## layout by cell type, fill, tap and decap left out, types with 2 or more instances in the layout
| master | Yosys | routed |
|---|---|---|
| dfxtp_1 | 24 | 24 |
| nor2_1 | 9 | 9 |
| ha_1 | 9 | 9 |
| a21oi_1 | 8 | 8 |
| clkdlybuf4s50_1 | 0 | 8 |
| edfxtp_1 | 7 | 7 |
| nand2_1 | 6 | 6 |
| nand4_1 | 6 | 6 |
| conb_1 | 2 | 6 |
| inv_1 | 5 | 5 |
| o31ai_1 | 5 | 5 |
| or4_1 | 5 | 5 |
| clkbuf_8 | 0 | 5 |
| o21ai_0 | 4 | 4 |
| nor3_1 | 4 | 4 |
| nor2b_1 | 4 | 4 |
| nor3b_1 | 4 | 4 |
| nand3_1 | 4 | 4 |
| mux2_2 | 3 | 3 |
| a211oi_1 | 3 | 3 |
| buf_4 | 14 | 3 |
| or3_2 | 2 | 2 |
| nor4b_2 | 2 | 2 |
## through the flow
step	utilization, %	setup WS [ns]	instances	instance area [sq um]
2_1_floorplan	-	0.02191	152	1503
3_3_place_gp	15.88	0.2601	279	1639
3_5_place_dp	15.88	0.2272	279	1639
4_1_cts	16.92	0.2131	287	1747
5_1_grt	16.92	0.09952	287	1747
6_report	16.92	0.2166	287	1747
## final cells by class
class	instances	area [sq um]	share of cell area, %
inverters	5	18.77	1.074
multi-input cells	96	656.9	37.61
well taps	136	170.2	9.742
flip-flops and latches	31	690.7	39.54
repair buffers	11	102.6	5.874
clock buffers	5	68.82	3.940
clock inverters	3	38.79	2.221
Power and IR drop assume default switching activity.
